<file path="./config.mk">
export PLATFORM = sky130hd
export DESIGN_NAME = APB_controller
export DESIGN_NICKNAME = APB_controller
export VERILOG_FILES = /design/flow/design.v
export SDC_FILE = /design/flow/constraint.sdc
export NUM_CORES = 4
export LEC_CHECK = 1
export CORE_AREA = 10 10 132 132
export DIE_AREA = 0 0 142 142
</file>
<file path="./constraint.sdc">
current_design APB_controller

set clk_period 2.8
set clk_io_pct 0.2

create_clock -name clk0 -period $clk_period [get_ports {Hclk}]

set non_clock_inputs [all_inputs -no_clocks]
set_input_delay [expr $clk_period * $clk_io_pct] -clock clk0 $non_clock_inputs
set_output_delay [expr $clk_period * $clk_io_pct] -clock clk0 [all_outputs]
</file>
<file path="./design.v">
module APB_controller(
    Hclk,Hresetin,valid,Haddr1,Haddr2,Hwdata1,Hwdata2,Hwritereg,tempselx,Prdata,Pwrite
   ,Pselx,Penable,Pwdata,Paddr,Hreadyout,Haddr,Hwdata,Hwrite);
   input Hclk,Hresetin,valid,Hwrite,Hwritereg;
   input [31:0] Haddr1,Haddr2,Hwdata1,Hwdata2,Prdata,Hwdata,Haddr;
   input [2:0] tempselx;
   output reg Pwrite,Penable,Hreadyout;
   output reg [2:0] Pselx;
   output reg [31:0] Paddr,Pwdata;
   parameter ST_IDLE = 3'b000;
   parameter ST_WWAIT = 3'b001;
   parameter ST_READ = 3'b010;
   parameter ST_WRITE = 3'b011;
   parameter ST_WRITEP = 3'b100;
   parameter ST_RENABLE = 3'b101;
   parameter ST_WENABLE = 3'b110;
   parameter ST_WENABLEP = 3'b111;
   reg [2:0] ps,ns;
   always @(posedge Hclk)
    begin
      if(~Hresetin)
        ps<=ST_IDLE;
      else
        ps<=ns;
     end 
   always @(*)
    begin
      ns<=ST_IDLE;
      case(ps)
        ST_IDLE: begin 
                 if(valid && Hwrite)
                    ns = ST_WWAIT;
                 else if (valid && ~Hwrite)
                    ns = ST_READ;
                 else
                    ns = ST_IDLE;
                end
        ST_WWAIT: begin 
                 if(valid) 
                   ns = ST_WRITEP;
                  else
                   ns = ST_WRITE;
                  end 
        ST_READ: begin
                 ns = ST_RENABLE;
                 end 
        ST_WRITE: begin
                 if(~valid)
                  ns = ST_WENABLE;
                 else
                  ns = ST_WENABLEP;
                end 
        ST_WRITEP: begin
                 ns = ST_WENABLEP;
                 end 
        ST_RENABLE: begin
               if(valid && ~Hwrite)
                ns = ST_READ;
               else if(valid && Hwrite)
                ns = ST_WWAIT;
               else
                ns = ST_IDLE;
                end 
        ST_WENABLE: begin
               if (~valid)
		          ns=ST_IDLE;
		     else if (valid && Hwrite)
		          ns=ST_WWAIT;
		     else
		          ns=ST_READ;
		   end   
		 ST_WENABLEP: begin
		   if(~valid && Hwritereg)
		    ns = ST_WRITE;
		   else if(valid && Hwritereg)
		     ns = ST_WRITEP;
		   else   
		    ns = ST_READ;
		 end
		default:begin
		     ns = ST_IDLE;
		    end   
	endcase	
end	        
reg Pwrite_temp,Penable_temp,Hreadyout_temp;
reg [2:0] Psel_temp;
reg [31:0] Pwdata_temp,Paddr_temp;
always @(*)
  begin
   case(ps)
    ST_IDLE:begin 
            if(valid && Hwrite)
            begin
                Psel_temp=3'b000;
                Penable_temp=1'b0;
                Hreadyout_temp=1'b1;
            end    
            else if (valid && ~Hwrite)
            begin
                Paddr_temp = Haddr;
                Pwrite_temp = Hwrite;
                Psel_temp = tempselx;
                Penable_temp = 1'b0;
                Hreadyout_temp = 1'b0;
            end 
            else
            begin
                Penable_temp = 1'b0;
                Psel_temp = 3'b000;
                Hreadyout_temp = 1'b0;
            end 
      end 
   ST_WWAIT: begin
             if(valid)
             begin
               Paddr_temp = Haddr2;
               Pwrite_temp = Hwrite;
               Psel_temp = tempselx;
               Penable_temp = 1'b0;
               end
              else  
               begin   
               Paddr_temp = Haddr;
               Pwrite_temp = Hwrite;
               Psel_temp = tempselx;
               Penable_temp = 1'b0;
               Hreadyout_temp = 1'b0;
               end
           end 
   ST_WRITE:
       begin
          if(valid)
          begin
             Paddr_temp = Haddr;
             Pwrite_temp = Hwrite;
             Hreadyout_temp = 1'b1;
             Psel_temp = tempselx;
             Penable_temp = 1'b1;
          end
      end 
   ST_WRITEP: begin
              Paddr_temp = Haddr1;
              Pwrite_temp = Hwrite;
              Psel_temp = tempselx;
              Penable_temp = 1'b1;
              Hreadyout_temp = 1'b1;
              end 
   ST_WENABLEP:begin
              if(valid && Hwritereg)
              begin
              Paddr_temp = Haddr2;
              Pwrite_temp = Hwrite;
              Psel_temp = tempselx;
              Penable_temp = 1'b0;
              Hreadyout_temp = 1'b0;
              end 
              else if(~valid && Hwritereg)
              begin
              Paddr_temp = Haddr;
              Pwrite_temp = Hwrite;
              Psel_temp = tempselx;
              Penable_temp = 1'b0;
              Hreadyout_temp = 1'b0;
              end 
              else
              begin
              Paddr_temp = Haddr1;
              Pwrite_temp = 1'b0;
              Psel_temp = tempselx;
              Penable_temp = 1'b0;
              Hreadyout_temp = 1'b0;
              end 
        end      
   ST_READ: begin 
               Paddr_temp = Haddr;
               Hreadyout_temp = 1'b1;
               Penable_temp = 1'b1;
               Psel_temp = tempselx;
               Pwrite_temp = 1'b0;
            end                     
   ST_RENABLE:begin
               if(valid && ~Hwrite)
               begin
                 Paddr_temp = Haddr1;
                 Pwrite_temp = 1'b0;
                 Psel_temp = tempselx;
                 Penable_temp = 1'b0;
                 Hreadyout_temp = 1'b0;             
               end
               else if(valid && Hwrite)
               begin
                   Paddr_temp = Haddr;
                 Pwrite_temp = Hwrite;
                 Psel_temp = tempselx;
                 Penable_temp = 1'b0;
                 Hreadyout_temp = 1'b1;        
                end
              else
              begin
                   Paddr_temp = Haddr1;
                 Pwrite_temp = Hwrite;
                 Psel_temp = tempselx;
                 Penable_temp = 1'b0;
                 Hreadyout_temp = 1'b1;  
              end
           end
         default: begin
                 Paddr_temp = 32'h0;
                 Pwdata_temp = 32'h0;
                 Pwrite_temp = 1'b0;
                 Psel_temp = 3'b000;
                 Penable_temp = 1'b0;
                 Hreadyout_temp = 1'b0;       
                end
endcase 
end 
always @(posedge Hclk)
begin
   Paddr <= Paddr_temp;
   Pwrite <= Pwrite_temp;
   Penable <= Penable_temp;
   Pselx  <= Psel_temp;
   Hreadyout <= Hreadyout_temp;   
   end
endmodule
</file>
<file path="./run.sh">
#!/bin/bash
# OpenROAD 26Q1-2900-gdf79404cd8, Yosys 0.63+post, stock flow scripts
make -C /OpenROAD-flow-scripts/flow DESIGN_CONFIG=/design/flow/config.mk WORK_HOME=/design/flow/orfs finish
</file>
==> results.sh <==
# flow metrics
export IMPL_status="finished clean"
export IMPL_critical_path_arrival_ns=1.08
export IMPL_die_height_um=142
export IMPL_crit_fanout=1
export IMPL_warnings=153
export IMPL_slew_violations=0
export IMPL_first_iter_violations=98
export IMPL_rsz0062_at_grt="false"
export IMPL_fmax_mhz=608
export IMPL_power_switching_mw=0.382
export IMPL_ios=302
export IMPL_core_area_um2=14500
export IMPL_routedWlPerCell_um=16.0
export IMPL_detail_route_antenna_nets=0
export IMPL_grt_overflow=0
export IMPL_fin_crit_ns=1.64
export IMPL_seqPwrFrac_pct=40.4
export IMPL_power_density_nw_per_um2=438
export IMPL_grt_max_degree=40
export IMPL_cts_root_buf="clkbuf_16"
export IMPL_hold_viol=0
export IMPL_grt_pass1_wl_um=13100
export IMPL_cp_start_kind="flop"
export IMPL_hold_path_class="flop to flop"
export IMPL_postSynthAreaPerCell_um2=11.1
export IMPL_num_antenna_cells=0
export IMPL_area_growth_syn_to_layout_pct=61.1
export IMPL_design_area_um2=4360
export IMPL_fin_setup_tns_ns=0
export IMPL_untimed_endpoints=76
export IMPL_irDropWorstVdd_v=0.000267
export IMPL_yosysUniqueCellTypes=31
export IMPL_switching_share_pct=20.0
export IMPL_cts_tree="done"
export IMPL_cts_resized_gates=0
export IMPL_dieArea_um2=20200
export IMPL_dp_hpwl_um=7230
export IMPL_antenna_found_initial=0
export IMPL_path_buffers=1
export IMPL_place_ws_ns=0.939
export IMPL_syn_area_um2=2710
export IMPL_relSlewSlack_pct=56.4
export IMPL_io_buffers=141
export IMPL_drv_cap=0
export IMPL_grt_pass1_vias=2368
export IMPL_endpoint_kind="primary output"
export IMPL_clk_insertion_delay_late_ns=0.29
export IMPL_finalSetupViolations=0
export IMPL_netlist_instances=244
export IMPL_unclocked_pins=38
export IMPL_p_comb_share_pct=18.6
export IMPL_power_share_clock_pct=41.0
export IMPL_cts_made_buffers=5
export IMPL_setup_ws_ns=1.16
export IMPL_finalClockPeriodUsage_pct=58.7
export IMPL_worst_slew_pin_slew_ns=0.652
export IMPL_num_vias=2237
export IMPL_layout_drive_gt1_share_pct=4.45
export IMPL_synth_seq_cells=84
export IMPL_fp_util_pct=18.6
export IMPL_slowest_stage="clkdlybuf4s50_1"
export IMPL_cts_setup_buffers=0
export IMPL_routed_wl_um=9060
export IMPL_cts_clk_slew_worst_paths_ns=0.07
export IMPL_required_ns=2.24
export IMPL_yosysWarnings=33
export IMPL_max_stage_delay_ns=0.49
export IMPL_path_cells="clkdlybuf4s50_1"
export IMPL_ys_cells=244
export IMPL_grt_use_total_pct=8.21
export IMPL_worst_hold_startpoint="ps[2]$_DFF_P_"
export IMPL_p_int_mw=1.53
export IMPL_fp_row_count=44
export IMPL_r2r_start="ps[7]$_DFF_P_"
export IMPL_setup_worst_path_class="flop to primary output"
export IMPL_vias_per_cell=3.95
export IMPL_place_area_um2=4160
export IMPL_dr_pass1_iters=4
export IMPL_hold_buffers=0
export IMPL_yosysChipArea_um2=2710
export IMPL_clockBufferDepth=2
export IMPL_gp_congestion=0.804
export IMPL_cts_max_level=2
export IMPL_die_w_um=142
export IMPL_worstSetupStartpoint="Penable$_DFF_P_"
export IMPL_drcViolationCount=0
export IMPL_clock_skew_final_ns=0.00666
export IMPL_power_leakage_nw=1.90
export IMPL_cpLargestDelayFamily="buffers and inverters"
export IMPL_fill_cells=1485
-- cell families (layout without fill, tap and decap cells) --
kind of cell | after synthesis | after routing | synth area share, %
AOI/OAI and AO/OA | 45 | 45 | 16.3
buffers and inverters | 45 | 152 | 11.8
and+or+nand+nor | 55 | 55 | 11.4
muxes | 14 | 14 | 5.18
latches | 38 | 38 | 21.1
DFF | 46 | 46 | 34.0
other | 1 | 32 | 0.139
-- layer usage --
| layer | global-route usage (%) | vias to the layer above | part of all wire (%) |
|---|---|---|---|
| met5 | 0 | - | 0 |
| met4 | 0.968 | 0 | 1.2 |
| met3 | 2.07 | 6 | 6.2 |
| met2 | 15.4 | 83 | 54 |
| met1 | 9.40 | 1064 | 38 |
| li1 | - | 1084 | - |
-- sequential cells by signal (all words and copies together) (netlist names) --
register and cells:
Pwrite 1, ps 8, Penable 1, Paddr_temp 32
Pwrite_temp 1, Pselx 3, Paddr 32, Hreadyout 1
Psel_temp 3, Hreadyout_temp 1, Penable_temp 1
-- cell type report --
type                    instances  area (µm²)  share of cell area [%]
clock inverters                 2        60.1                    1.38
flip-flops and latches         84        1490                    34.2
multi-input cells             146        1010                    23.2
inverters                       1        3.75                  0.0861
well taps                     184         230                    5.28
repair buffers                143        1420                    32.6
clock buffers                   6         139                    3.19
-- Yosys cell counts --
library cell	number	area [µm²]
o211ai_4	1	21.3
dlxtn_1	38	571
inv_1	1	3.75
o21a_1	1	7.51
o21bai_1	1	7.51
buf_4	33	248
nor2_1	16	60.1
clkbuf_1	4	15.0
dfxtp_1	46	921
or3_1	2	12.5
nor3_4	1	16.3
nand3_1	1	5.00
conb_1	1	3.75
and3_1	19	119
nor3_1	1	5.00
buf_6	3	33.8
nor2b_1	5	31.3
nor3b_1	2	15.0
a211o_4	1	17.5
buf_2	4	20.0
nand2_2	1	6.26
a21o_1	2	15.0
a221o_1	32	320
a211o_1	1	8.76
a21oi_1	2	10.0
a21oi_4	1	16.3
mux2i_1	14	140
o21ai_0	2	10.0
a31oi_1	1	6.26
nand2_1	2	7.51
and2_1	5	31.3
-- layout by cell type (no fill, tap or decap), types with 5 or more instances in the layout --
cell,count
clkdlybuf4s50_1,140
dfxtp_1,46
dlxtn_1,38
a221o_1,32
conb_1,32
and3_1,19
nor2_1,16
mux2i_1,14
nor2b_1,5
and2_1,5
clkbuf_16,5
-- worst register-to-register path, stage by stage, from the launching register on --
cell	delay, ns
dfxtp_1	0.41
a21o_1	0.47
and3_1	0.22
-- stage by stage --
stage,cells,hold slack (ns),power [mW],util [%]
final,566,0.515,1.91,30.0
after global routing,566,0.555,2.00,30.0
after CTS,566,0.517,1.94,30.0
after detailed placement,558,0.507,1.15,28.6
after global placement,558,0.509,1.15,28.6
after floorplan,275,0.481,0.931,-
-- power groups by stage --
stage	combinational, mW	clock [mW]	sequential (mW)
after CTS	0.363	0.810	0.772
after global routing	0.386	0.835	0.777
final	0.356	0.782	0.771
-- path summary, 6_finish.rpt --
kind	endpoint	slack [ns]	cells past startpoint
worst min-delay path	ps[5]$_DFF_P_	0.51	1
worst max register to register	ps[1]$_DFF_P_	1.65	2
worst min register to register	ps[5]$_DFF_P_	0.51	1
worst max-delay path	Penable	1.16	1
No activity file was given, so power comes from the tool's default toggle rates.
