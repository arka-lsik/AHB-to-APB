==> flow/design.v <==
module AHB_slave_interface(Hclk,Hresetin,Hwrite,Hreadyin,Htrans,Haddr,Hwdata,
                              valid,Haddr1,Haddr2,Hwdata1,Hwdata2,Hwritereg,tempselx,Hrdata,Hresp,Prdata);
    input Hclk,Hresetin;
    input Hwrite,Hreadyin;
    input [1:0] Htrans;
    input [31:0] Haddr,Hwdata,Prdata;
    output reg valid;
    output reg [31:0] Haddr1,Haddr2,Hwdata1,Hwdata2;
    output reg Hwritereg;
    output reg [2:0] tempselx;
    output [31:0] Hrdata;
    output [1:0] Hresp;
    always @(posedge Hclk)
       begin 
         if(~Hresetin)
           begin
             Haddr1<=32'h0;
             Haddr2<=32'h0;
            end
         else
           begin
             Haddr1<= Haddr;
             Haddr2<= Haddr;
           end 
        end 
   always @(posedge Hclk)
     begin
       if(~Hresetin)
        begin
          Hwdata1<= 32'h0;
          Hwdata2<= 32'h0;
         end 
        else
          begin
           Hwdata1<= Hwdata;
           Hwdata2<= Hwdata;
          end 
     end 
    always @(posedge Hclk)
     begin
       if(~Hresetin)
         Hwritereg <= 32'h0;
       else
         Hwritereg <= Hwdata;
      end
    always @(Haddr)
     begin
      tempselx <= 3'b000;
         if(Haddr >= 32'h8000_0000 && Haddr <= 32'h8400_0000 )
          tempselx <= 3'b001;
         else if(Haddr >= 32'h8400_0000 && Haddr <= 32'h8800_0000 )
          tempselx <= 3'b010;
         else if(Haddr >= 32'h8800_0000 && Haddr <= 32'h8C00_0000 )
          tempselx <= 3'b100;
     end 
   always @(Hreadyin,Haddr,Htrans)
   begin
    if( (Haddr>=32'h8000_0000 && Haddr<=32'h8C00_0000) && (Htrans==2'b10 || Htrans==2'b11) && Hreadyin)
    valid = 1'b1;
    else
    valid = 1'b0;
   end 
  assign Hrdata = Prdata;
  assign Hresp = 2'b00;     
  endmodule
==> flow/run.sh <==
#!/bin/bash
# OpenROAD 26Q1-2900-gdf79404cd8, Yosys 0.63+post, stock flow scripts
make -C /OpenROAD-flow-scripts/flow DESIGN_CONFIG=/design/flow/config.mk WORK_HOME=/design/flow/orfs finish
==> flow/config.mk <==
export PLATFORM = sky130hd
export DESIGN_NAME = AHB_slave_interface
export DESIGN_NICKNAME = AHB_slave_interface
export VERILOG_FILES = /design/flow/design.v
export SDC_FILE = /design/flow/constraint.sdc
export NUM_CORES = 4
export LEC_CHECK = 1
export CORE_AREA = 10 10 116 116
export DIE_AREA = 0 0 126 126
==> flow/constraint.sdc <==
current_design AHB_slave_interface

set clk_period 4.1
set clk_io_pct 0.2

create_clock -name clk0 -period $clk_period [get_ports {Hclk}]

set non_clock_inputs [all_inputs -no_clocks]
set_input_delay [expr $clk_period * $clk_io_pct] -clock clk0 $non_clock_inputs
set_output_delay [expr $clk_period * $clk_io_pct] -clock clk0 [all_outputs]
==> results_slide.txt <==
Implementation Results

Outcome
  – Outcome: finished, final reports clean

Worst setup path
  – CP peak stage delay: 0.51 ns
  – Crit Path Class: input pin to output pin
  – CP max FO: 3
  – Critical Path, Cell by Cell: clkdlybuf4s50_1, nor4_1, buf_4, nand4_1, or2_1, o21ai_0, clkdlybuf4s50_1
  – Cell mode on critical path: clkdlybuf4s50_1
  – CP arrival: 3.02 ns
  – Setup crit end kind: output pin
  – Crit path DRT: 3.28 ns
  – CP startpoint kind: input pin
  – Critical-path top delay cell: clkdlybuf4s50_1
  – Crit path from: Haddr[22]

Power and ir drop
  – Sw frac: 19.9%
  – Gate power share: 13.6%
  – Seq pwr share: 41.9%
  – Power share of the clock group: 44.5%
  – Peak VDD IR: 0.148 mV
  – P_sw: 0.321 mW
  – Internal power: 1.29 mW
  – Static leakage: 1.63 nW
  – P per Cell Area: 372 mW/mm2

Global routing
  – Initial antenna violation count: 0
  – Largest net degree at the start of global routing: 65
  – Global-route wire length before repair: 12.4 mm
  – GRT Total Usage: 9.73%
  – Grt ovf: 0
  – Vias in the first global route: 2025

Layout
  – Synthesis-to-layout area growth: 65.3%
  – Fraction of layout cells with a size suffix above 1: 5.35%
  – Final core utilization: 39.6%
  – Tally of filler cells in the layout: 1080

Clock tree
  – TritonCTS clock tree: built
  – Clock root cell: clkbuf_16
  – Clock Tree Buf Depth: 2
  – Clk sinks: 64
  – Post-cts resize count: 0
  – CTS H-tree lvls: 3
  – Cts bufs inserted: 9
  – Cts hold-fix bufs: 0
  – Post-CTS Setup Bufs: 0
  – Reg clk slew, reported paths: 0.05 ns

Routing
  – ANT cells: 0
  – First-pass iteration count of the detailed router: 2
  – Residual DRC: 0
  – ANT nets after route: 0
  – WL per Instance: 16.0 um
  – Routed WL: 8.23 mm
  – Via count: 1921
  – Via-to-Cell Ratio: 3.74
  – DRT iter0 DRCs: 79

Synthesis
  – Top area cell types: dfxtp_1 (49%), buf_4 (28%), and2_1 (15%)
  – Mapped Cells: 261
  – Yosys cell count: 261
  – Avg Inst Size Synth: 10.0 um2
  – Synth Seq Share: 48.9%
  – Post-synth top cells: buf_4 (99), and2_1 (64), dfxtp_1 (64), clkbuf_1 (6), nor4_1 (6)
  – Flip-flops with a built-in enable: 0
  – Synth warn: 1
  – Synth top cell by count: buf_4
  – Cell type with the largest total area: dfxtp_1
  – Mapped Area: 0.00262 mm2
  – Post-synth ARST share: 0%
  – Most common reg cell: dfxtp_1
  – Distinct cells, synth: 19
  – Area share, top type: 48.9%
  – Yosys reg bits: 64
  – Yosys stat area: 0.00262 mm2

Floorplan
  – Num ports: 269
  – CORE AREA: 0.0109 mm2
  – Chip Width: 126 um
  – Init Core Util: 24.0%
  – Die Y: 126 um
  – Die area: 0.0159 mm2
  – Cell Rows: 38

Final timing
  – Actual slew at the worst max-slew pin: 0.827 ns
  – Setup TNS: 0 ns
  – RSZ-0062 raised after global routing: false
  – Final hold violations: 0
  – Max-slew headroom: 44.8%
  – Finish-stage setup viols: 0
  – Max Slew Vio Count: 0
  – Min cycle time layout: 3.84 ns
  – Max Clk Rate: 0.260 GHz
  – Final period util: 93.7%

Worst hold path
  – HP Start: Hwdata[12]
  – HP Class: input pin to register

Placement
  – GP Congestion: 0.834
  – Post-DP HPWL: 6.99 mm
  – PortBufs: 200

Run
  – Tool warning count: 27
  – Max-cap viol count: 0
[layout make-up]
class                   instances  area (um2)  share of cell area (%)
repair buffers                201        2000                    46.3
flip-flops and latches         64        1280                    29.6
multi-input cells              93         578                    13.3
clock buffers                  12         267                    6.15
well taps                     140         175                    4.04
clock inverters                 4        27.5                   0.635
[power by group through the flow]
stage | logic [mW] | registers, mW | clock network, mW
after CTS | 0.226 | 0.676 | 0.747
final | 0.219 | 0.675 | 0.718
after global routing | 0.239 | 0.679 | 0.775
[routing by layer]
layer,global-route usage (%),part of all wire [%]
met5,0,0
met2,15.3,46
met3,5.48,13
met4,1.61,1.6
met1,11.6,40
[per-stage QoR]
| stage | setup WS, ns | std cells | area, um2 | hold slack, ns | total power [mW] |
|---|---|---|---|---|---|
| floorplan | 1.63 | 262 | 2630 | 0.942 | 0.761 |
| global placement | 0.208 | 498 | 4040 | 1.39 | 0.911 |
| detailed placement | 0.138 | 498 | 4040 | 1.40 | 0.914 |
| CTS | 0.124 | 514 | 4330 | 1.05 | 1.65 |
| global route | 0.00490 | 514 | 4330 | 1.06 | 1.69 |
| finish | 0.258 | 514 | 4330 | 1.06 | 1.61 |
[flip-flops by register name, indices dropped and copies added, names as in the netlist]
| signal | flops |
|---|---|
| Haddr1 | 32 |
| Hwdata1 | 32 |
[cell usage in the layout, fill, tap and decap left out]
master / count
or2_1: 1
a21oi_1: 1
conb_1: 2
nor2b_1: 1
nor4b_2: 1
clkinvlp_4: 3
or3_1: 1
clkinv_2: 1
dfxtp_1: 64
buf_2: 1
clkbuf_16: 9
and2_1: 64
clkbuf_8: 3
clkdlybuf4s50_1: 199
nand3_1: 3
nand4_1: 2
nand3b_1: 2
buf_4: 1
mux2i_1: 1
nor3_1: 1
nand2_1: 3
nor3_2: 1
nor4_1: 6
o21ai_0: 3
[worst max-delay path, delay by kind of cell]
family,cells,cell delay [ns]
buffers and inverters,3,1.15
and+or+nand+nor,3,0.86
AOI/OAI and AO/OA,1,0.19
[worst paths after layout]
check | slack, ns | to | cells after the start
setup / recovery | 0.26 | tempselx[2] | 7
hold / removal | 1.06 | Hwdata1[12] | 2
[kinds of logic after synthesis]
| kind of cell | Yosys count | share of synthesized area, % |
|---|---|---|
| simple gates | 86 | 20.6 |
| buf+inv | 105 | 29.2 |
| mux | 1 | 0.382 |
| other cells | 1 | 0.143 |
| flops | 64 | 48.9 |
| compound gates | 4 | 0.763 |
Power figures rest on the tool's default switching activity, not on a simulated workload.
